**/design/flow/design.v**
```verilog
`timescale 1ns / 1ps
module bcd2ftsegdec(
	display,
	bcd
);
output [14:0]display;
input [3:0]bcd;
reg [14:0]display;
always@(*) begin
	case(bcd)
		4'd0: display = 15'b0000_0011_1111_111;
		4'd1: display = 15'b1111_1111_1011_011;
		4'd2: display = 15'b0010_0100_1111_111;
		4'd3: display = 15'b0000_1100_1111_111;
		4'd4: display = 15'b1001_1000_1111_111;
		4'd5: display = 15'b0100_1000_1111_111;
		4'd6: display = 15'b0100_0000_1111_111;
		4'd7: display = 15'b0001_1111_1111_111;
		4'd8: display = 15'b0000_0000_1111_111;
		4'd9: display = 15'b0000_1000_1111_111;
		4'd10: display =  15'b0001_0000_1111_111; 
		4'd11: display =  15'b0011_0000_1111_111; 
		4'd12: display =  15'b1001_0011_0101_111; 
		4'd13: display =  15'b1000_0100_1111_111; 
		4'd14: display =  15'b0110_0000_1111_111; 
		4'd15: display =  15'b0111_0000_1111_111; 
		default :display = 15'b1111_1111_1111_111;
	endcase
end
endmodule
`timescale 1ns / 1ps
module control(
	state,
	clk,
	rst_n,
	button
);
output [3:0]state;
input clk,rst_n;
input button;
reg [3:0]state,next_state;
always@(posedge clk or negedge rst_n)
	if(~rst_n)
		state <= 4'b0001;
	else
		state <= next_state;
always@(*)		
  case(state)
	4'b0001: 
		if(button==1'b1) begin
			next_state = 4'b0010;
		end
		else begin
			next_state = state;
		end
	4'b0010: 
		if(button==1'b1) begin
			next_state = 4'b0100;
		end
		else begin
			next_state = state;
		end
	4'b0100: 
		if(button==1'b1) begin
			next_state = 4'b1000;
		end
		else begin
			next_state = state;
		end
	4'b1000: 
		if(button==1'b1) begin
			next_state = 4'b0001;
		end
		else begin
			next_state = state;
		end
	default: begin
		next_state = 4'b1000;
	end
  endcase
endmodule
`timescale 1ns / 1ps
module freq_div(
	clk,
	rst_n,
	cnt
);
input clk,rst_n;
output [25:0]cnt;
reg [25:0]cnt,next_cnt;
always@(posedge clk or negedge rst_n)
	if(~rst_n)
		cnt <= 26'd0;
	else
		cnt <= next_cnt;
always@(*)
	if(cnt==26'b11_1111_1111_1111_1111_1111_1111)
		next_cnt = 26'd0;
	else
		next_cnt = cnt + 26'd1;
endmodule
`timescale 1ns / 1ps
module lab7(
	ftsd_ctl,
	ftseg,
	clk,
	rst_n,
	button,
	plus,
	ampm
);
output [3:0]ftsd_ctl;
output [14:0]ftseg;
input clk,rst_n;
input button,plus;
input ampm;
wire [25:0]cnt;
wire [3:0]bcd;
wire [3:0]state;
wire [3:0]scan_in0,scan_in1,scan_in2,scan_in3;
wire [3:0]year0,year1,year2,year3;
wire [3:0]mon0,mon1,day0,day1;
wire [3:0]hour0,hour1,hour2,hour3;
freq_div U0(
	.clk(clk),
	.rst_n(rst_n),
	.cnt(cnt)
);
control U1(
	.state(state),
	.clk(cnt[23]),
	.rst_n(rst_n),
	.button(~button)
);
timer U2(
	.year0(year0),
	.year1(year1),
	.year2(year2),
	.year3(year3),
	.mon0(mon0),
	.mon1(mon1),
	.day0(day0),
	.day1(day1),
	.hour0(hour0),
	.hour1(hour1),
	.hour2(hour2),
	.hour3(hour3),
	.clk(cnt[23]),
	.rst_n(rst_n),
	.hour_en(state[3]),
	.day_en(state[2]),
	.mon_en(state[1]),
	.year_en(state[0]),
	.plus(~plus),
	.ampm(ampm)
);
scan_mux U4(
	.out0(scan_in0),
	.out1(scan_in1),
	.out2(scan_in2),
	.out3(scan_in3),
	.year0(year0),
	.year1(year1),
	.year2(year2),
	.year3(year3),
	.mon0(mon0),
	.mon1(mon1),
	.day0(day0),
	.day1(day1),
	.hour0(hour0),
	.hour1(hour1),
	.hour2(hour2),
	.hour3(hour3),
	.hour_en(state[3]),
	.day_en(state[2]),
	.mon_en(state[1]),
	.year_en(state[0])
);
scan_ctl U5(
	.ftsd_ctl(ftsd_ctl),
	.ftsd_in(bcd),
	.in0(scan_in0),
	.in1(scan_in1),
	.in2(scan_in2),
	.in3(scan_in3),
	.ftsd_ctl_en(cnt[15:14])
);
bcd2ftsegdec U6(
	.display(ftseg),
	.bcd(bcd)
);
endmodule
`timescale 1ns / 1ps
module scan_ctl(
	ftsd_ctl,
	ftsd_in,
	in0,
	in1,
	in2,
	in3,
	ftsd_ctl_en
);
output [3:0]ftsd_ctl,ftsd_in;
input [3:0]in0,in1,in2,in3;
input [1:0]ftsd_ctl_en;
reg [3:0]ftsd_ctl,ftsd_in;
always@(ftsd_ctl_en)
	case(ftsd_ctl_en)
		2'b00: begin
			ftsd_ctl = 4'b1110;
			ftsd_in = in0;
		end
		2'b01: begin
			ftsd_ctl = 4'b1101;
			ftsd_in = in1;
		end
		2'b10: begin
			ftsd_ctl = 4'b1011;
			ftsd_in = in2;
		end
		2'b11: begin
			ftsd_ctl = 4'b0111;
			ftsd_in = in3;
		end
		default: begin
			ftsd_ctl = 4'b1111;
			ftsd_in = 4'b0000;
		end
	endcase
endmodule
`timescale 1ns / 1ps
module scan_mux(
	out0,
	out1,
	out2,
	out3,
	year0,
	year1,
	year2,
	year3,
	mon0,
	mon1,
	day0,
	day1,
	hour0,
	hour1,
	hour2,
	hour3,
	hour_en,
	day_en,
	mon_en,
	year_en
);
output [3:0]out0,out1,out2,out3;
input [3:0]year0,year1,year2,year3;
input [3:0]mon0,mon1,day0,day1;
input [3:0]hour0,hour1,hour2,hour3;
input hour_en,day_en,mon_en,year_en;
reg [3:0]out0,out1,out2,out3;
always@(*)
  case({hour_en,day_en,mon_en,year_en})
	4'b0001: begin
		out0 = year0;
		out1 = year1;
		out2 = year2;
		out3 = year3;
	end
	4'b0010: begin
		out0 = day0;
		out1 = day1;
		out2 = mon0;
		out3 = mon1;
	end
	4'b0100: begin
		out0 = day0;
		out1 = day1;
		out2 = mon0;
		out3 = mon1;
	end
	4'b1000: begin
		out0 = hour0;
		out1 = hour1;
		out2 = hour2;
		out3 = hour3;
	end
	default: begin
		out0 = hour0;
		out1 = hour1;
		out2 = hour2;
		out3 = hour3;
	end
  endcase
endmodule
`timescale 1ns / 1ps
module timer(
	year0,
	year1,
	year2,
	year3,
	mon0,
	mon1,
	day0,
	day1,
	hour0,
	hour1,
	hour2,
	hour3,
	clk,
	rst_n,
	hour_en,
	day_en,
	mon_en,
	year_en,
	plus,
	ampm
);
output [3:0]year0,year1,year2,year3;
output [3:0]mon0,mon1,day0,day1;
output [3:0]hour0,hour1,hour2,hour3;
input clk,rst_n;
input hour_en,day_en,mon_en,year_en;
input plus,ampm;
reg [3:0]year0,year1,year2,year3,next_year0,next_year1,next_year2,next_year3;;
reg [3:0]mon0,mon1,next_mon0,next_mon1,day0,day1,next_day0,next_day1;
reg [3:0]hour0,hour1,hour2,hour3,next_hour0,next_hour1,next_hour2,next_hour3;
always@(posedge clk or negedge rst_n)
	if(~rst_n) begin
		year0 <= 4'd0;
		year1 <= 4'd0;
		year2 <= 4'd0;
		year3 <= 4'd2;
		mon0 <= 4'd1;
		mon1 <= 4'd0;
		day0 <= 4'd1;
		day1 <= 4'd0;
		hour0 <= 4'd0;
		hour1 <= 4'd0;
		hour2 <= 4'd0;
		hour3 <= 4'd0;
	end
	else begin
		year0 <= next_year0;
		year1 <= next_year1;
		year2 <= next_year2;
		year3 <= next_year3;
		mon0 <= next_mon0;
		mon1 <= next_mon1;
		day0 <= next_day0;
		day1 <= next_day1;
		hour0 <= next_hour0;
		hour1 <= next_hour1;
		hour2 <= next_hour2;
		hour3 <= next_hour3;
	end
always@(*)
	if(year_en==1'b1 && plus==1'b1) begin
		if(year3==4'd2 && year2==4'd2 && year1==4'd0 && year0==4'd0) begin
			next_year0 = 4'd0;
			next_year1 = 4'd0;
			next_year2 = 4'd0;
			next_year3 = 4'd2;
		end
		else if(year1==4'd9 && year0==4'd9) begin
			next_year0 = 4'd0;
			next_year1 = 4'd0;
			next_year2 = year2 + 4'd1;
			next_year3 = year3;
		end
		else if(year1!=4'd9 && year0==4'd9) begin
			next_year0 = 4'd0;
			next_year1 = year1 + 4'd1;
			next_year2 = year2;
			next_year3 = year3;
		end
		else begin
			next_year0 = year0 + 4'd1;
			next_year1 = year1;
			next_year2 = year2;
			next_year3 = year3;
		end
	end
	else begin
		next_year0 = year0;
		next_year1 = year1;
		next_year2 = year2;
		next_year3 = year3;
	end
always@(*)
	if(mon_en==1'b1 && plus==1'b1) begin
		if(mon1==4'd1 && mon0==4'd2) begin
			next_mon0 = 4'd1;
			next_mon1 = 4'd0;
		end
		else if(mon0==4'd9) begin
			next_mon0 = 4'd0;
			next_mon1 = 4'd1;
		end
		else begin
			next_mon0 = mon0 + 4'd1;
			next_mon1 = mon1;
		end
	end
	else begin
		next_mon0 = mon0;
		next_mon1 = mon1;
	end
always@(*)
	if((year_en==1'b1 && plus==1'b1)||(mon_en==1'b1 && plus==1'b1)) begin
		next_day0 = 4'd1;
		next_day1 = 4'd0;
	end
	else if(day_en==1'b1 && plus==1'b1) begin
		if(day1==4'd0 && day0==4'd9) begin
			next_day0 = 4'd0;
			next_day1 = day1 + 4'd1;
		end
		else if(day1==4'd1 && day0==4'd9) begin
			next_day0 = 4'd0;
			next_day1 = day1 + 4'd1;
		end
		else if(day1==4'd2 && day0==4'd8 && mon1==4'd0 && mon0==4'd2) begin
			if(year0==4'd0||year0==4'd4||year0==4'd8) begin
				if(year1==4'd0||year1==4'd2||year1==4'd4||year1==4'd6||year1==4'd8)begin
					next_day0 = 4'd9;
					next_day1 = 4'd2;
				end
				else begin
					next_day0 = 4'd1;
					next_day1 = 4'd0;
				end
			end
			else if(year0==4'd2||year0==4'd6) begin
				if(year1==4'd1||year1==4'd3||year1==4'd5||year1==4'd7||year1==4'd9)begin
					next_day0 = 4'd9;
					next_day1 = 4'd2;
				end
				else begin
					next_day0 = 4'd1;
					next_day1 = 4'd0;
				end
			end
			else begin
				next_day0 = 4'd1;
				next_day1 = 4'd0;
			end
		end
		else if(day1==4'd2 && day0==4'd9) begin
			if(mon1==4'd0 && mon0==4'd2)begin
				next_day0 = 4'd1;
				next_day1 = 4'd0;
			end
			else begin
				next_day0 = 4'd0;
				next_day1 = day1 + 4'd1;
			end
		end
		else if(day1==4'd3 && day0==4'd0) begin
			if((mon1==4'd0 && mon0==4'd4)||
				(mon1==4'd0 && mon0==4'd6)||
				(mon1==4'd0 && mon0==4'd9)||
				(mon1==4'd1 && mon0==4'd1)) begin
				next_day0 = 4'd1;
				next_day1 = 4'd0;
			end
			else begin
				next_day0 = 4'd1;
				next_day1 = 4'd3;
			end
		end
		else if(day1==4'd3 && day0==4'd1) begin
			next_day0 = 4'd1;
			next_day1 = 4'd0;
		end
		else begin
			next_day0 = day0 + 4'd1;
			next_day1 = day1;
		end
	end
	else begin
		next_day0 = day0;
		next_day1 = day1;
	end
always@(*)
	if(hour_en==1'b1 && plus==1'b0 && ampm==1'b0) begin	 
		if(hour3==4'd1 && hour2==4'd2 && hour1==4'd10) begin  
			next_hour0 = 4'd0;
			next_hour1 = 4'd0;
			next_hour2 = 4'd0;
			next_hour3 = 4'd0;
		end
		else if(hour3==4'd1 && hour2==4'd2 && hour1==4'd11) begin  
			next_hour0 = 4'd0;
			next_hour1 = 4'd0;
			next_hour2 = hour2;
			next_hour3 = hour3;
		end
		else if(hour1==4'd10) begin  
			next_hour0 = 4'd0;
			next_hour1 = 4'd0;
			next_hour2 = hour2;
			next_hour3 = hour3;
		end		
		else if(hour1==4'd11) begin  
			next_hour0 = 4'd0;
			next_hour1 = 4'd0;
			next_hour2 = hour2 + 4'd2;
			next_hour3 = hour3 + 4'd1;
		end
		else begin  
			next_hour0 = hour0;
			next_hour1 = hour1;
			next_hour2 = hour2;
			next_hour3 = hour3;
		end
	end
	else if(hour_en==1'b1 && plus==1'b0 && ampm==1'b1) begin  
		if(hour3==4'd0 && hour2==4'd0 && hour1==4'd0 && hour0==4'd0) begin  
			next_hour0 = 4'd12;
			next_hour1 = 4'd10;
			next_hour2 = 4'd2;
			next_hour3 = 4'd1;
		end
		else if(hour3==4'd1 && hour2==4'd2 && hour1==4'd0 && hour0==4'd0) begin  
			next_hour0 = 4'd12;
			next_hour1 = 4'd11;
			next_hour2 = hour2;
			next_hour3 = hour3;
		end
		else if(((hour3==4'd0 && hour2<4'd10)||(hour3==4'd1 && hour2<4'd12))
					&& hour1==4'd0 && hour0==4'd0)begin  
			next_hour0 = 4'd12;
			next_hour1 = 4'd10;
			next_hour2 = hour2;
			next_hour3 = hour3;
		end
		else if(((hour3==4'd1 && hour2>4'd2)||(hour3==4'd1 && hour2>4'd2))
					&& hour1==4'd0 && hour0==4'd0)begin  
			next_hour0 = 4'd12;
			next_hour1 = 4'd11;
			next_hour2 = hour2 - 4'd2;
			next_hour3 = hour3 - 4'd1;
		end
		else begin  
			next_hour0 = hour0;
			next_hour1 = hour1;
			next_hour2 = hour2;
			next_hour3 = hour3;
		end 
	end
	else if(hour_en==1'b1 && plus==1'b1 && ampm==1'b0) begin  
		if(hour3==4'd2 && hour2==4'd3) begin
			next_hour0 = 4'd0;
			next_hour1 = 4'd0;
			next_hour2 = 4'd0;
			next_hour3 = 4'd0;
		end
		else if(hour3!=4'd2 && hour2==4'd9) begin
			next_hour0 = 4'd0;
			next_hour1 = 4'd0;
			next_hour2 = 4'd0;
			next_hour3 = hour3 + 4'd1;
		end
		else begin
			next_hour0 = 4'd0;
			next_hour1 = 4'd0;
			next_hour2 = hour2 + 4'd1;
			next_hour3 = hour3;
		end
	end
	else if(hour_en==1'b1 && plus==1'b1 && ampm==1'b1) begin  
		if(hour3==4'd1 && hour2==4'd1 && hour1==4'd10) begin  
			next_hour0 = 4'd12;	 
			next_hour1 = 4'd11;	 
			next_hour2 = hour2 + 4'd1;
			next_hour3 = hour3;
		end
		else if(hour3==4'd1 && hour2==4'd1 && hour1==4'd11) begin  
			next_hour0 = 4'd12;	 
			next_hour1 = 4'd10;	 
			next_hour2 = hour2 + 4'd1;
			next_hour3 = hour3;
		end
		else if(hour3==4'd1 && hour2==4'd2) begin  
			next_hour0 = hour0;
			next_hour1 = hour1;
			next_hour2 = 4'd1;
			next_hour3 = 4'd0;
		end
		else if(hour3==4'd0 && hour2==4'd9) begin
			next_hour0 = hour0;
			next_hour1 = hour1;
			next_hour2 = 4'd0;
			next_hour3 = hour3 + 4'd1;
		end
		else begin
			next_hour0 = hour0;
			next_hour1 = hour1;
			next_hour2 = hour2 + 4'd1;
			next_hour3 = hour3;
		end
	end
	else begin
		next_hour0 = hour0;
		next_hour1 = hour1;
		next_hour2 = hour2;
		next_hour3 = hour3;
	end
endmodule
```
**/design/flow/run.sh**
```bash
#!/bin/bash
# OpenROAD 26Q1-2900-gdf79404cd8, Yosys 0.63+post, stock flow scripts
make -C /OpenROAD-flow-scripts/flow DESIGN_CONFIG=/design/flow/config.mk WORK_HOME=/design/flow/orfs finish
```
**/design/flow/config.mk**
```make
export PLATFORM = sky130hd
export DESIGN_NAME = lab7
export DESIGN_NICKNAME = lab7
export VERILOG_FILES = /design/flow/design.v
export SDC_FILE = /design/flow/constraint.sdc
export NUM_CORES = 4
export LEC_CHECK = 1
export CORE_UTILIZATION = 30
```
**/design/flow/constraint.sdc**
```tcl
current_design lab7

set clk_period 3.8
set clk_io_pct 0.2

create_clock -name clk0 -period $clk_period [get_ports {clk}]

set non_clock_inputs [all_inputs -no_clocks]
set_input_delay [expr $clk_period * $clk_io_pct] -clock clk0 $non_clock_inputs
set_output_delay [expr $clk_period * $clk_io_pct] -clock clk0 [all_outputs]
```
==> notes.md <==
run metrics: Critical Path AT 2870 ps, DRC Markers 0, post-DR vias/cell 5.20, Power per Cell Area 98.7 mW/mm^2, startpoint class of the critical path flop, Worst Setup SP U0.cnt[14], Fillers 1685, FF+latch area 0.00163 sq mm, top cells by area dfrtp_1, ha_1, nor2_1, initial antenna violation count 0, # Cells Yosys 594, Tot GR Track Use 13.7%, MI comb area 0.00318 sq mm, Clock Power Share 40.2%, Final Skew 2.04 ps, Hold Fails Final Rpt 0, status complete, no violations, Pre-Repair DR Iteration Count 4, core area 0.0167 sq mm, IO Pins 24, Pins Over Slew Limit 0, DRT iter0 DRCs 290, Post-Syn Area 0.00516 sq mm, met2 WL 5130 um, post-synth top area cell dfrtp_1, Hold Path Class flop to flop, Critical Path RT 3040 ps, CTS clk-pin slew, worst paths 60 ps, CTS tree built, Async SR Flop Fraction 100%, Worst-Margin Slew 898 ps, endpoints left unconstrained 39, Final min period 3630 ps, Fmax 0.275 GHz, Post-synth EDFFs 0, first-pass GRT wire length 19600 um, Inserted Diodes 0, Post-Place Cell Area 0.00547 sq mm, internal power 430 uW, Critical Path Sink Type output pin, vias post-DR 4212, top-count cell post-synth dfrtp_1, Area growth, synth to finish 7.46%, HPWL after detailed placement 8840 um, Starting Density 30.9%, Hold Buf Count CTS 0, register pins left without a clock 39, PortBufs 20, Peak VDD IR 0.000230 V, GRT overflow 0, Hold WS 483 ps, wire length per cell 14.4 um, die area 0.0177 sq mm, Final Wtd Congestion 0.921, Final ANT Viol Nets 0, Slew headroom 40.1%, Logic pwr share 9.1%, MaxCap Viol Count 0, clock latency (worst-skew pair) 250 ps, Mean Syn Cell Area 8.69 sq um, Setup TNS 0 ps, largest net degree at the start of global routing 44, post-route cell area 0.00555 sq mm, Cells after Synth 594, vias in the first global route 3935, final core utilization 33.2%, htree depth 1, WL met1 5900 um, Dominant cell area share 30.0%, Synth Warn # 6, Tool Warnings 50, DIE HEIGHT 133 um, die x size 133 um, number of core rows 47, Final setup viols 0, leak pwr 0.00233 uW, Post-synth top cells dfrtp_1, nor2_1, nand2_1, post-CTS sizing 0, Routed WL 11700 um, sw frac 21.4%, cts bufs inserted 3, Cell Type Count 81, final worst-path cycle share 95.6%, Longest Clk Path Bufs 2, fraction of layout instances using a drive strength above 1 6.44%, clock root cell clkbuf_16, RSZ-0062 raised after global routing false, Post-synth seq share 31.6%, Flop pwr share 50.6%, Chip Area, Yosys 0.00516 sq mm, Synthesized registers 65, WS Path Type flop to output pin, post-CTS setup buffers 0, max layer used met4, main flop type dfrtp_1, crit path max fanout 8, RR Startpoint U0.cnt[0], HP Start U0.cnt[0], met3 WL 543 um, Sw Pwr 117 uW
[placed cells by master (no fill, tap or decap), types with 11 or more instances in the layout]
master           count
clkdlybuf4s50_1     19
a21oi_1             31
nor2_1              58
nand3_1             29
nor2b_1             13
o21ai_0             23
nor3_1              12
a31oi_1             11
xnor2_1             15
ha_1                35
dfrtp_1             62
xor2_1              18
inv_1               36
nand2_1             39
[power groups by stage]
stage                 Sequential, uW  Combinational [uW]  Clock, uW
after CTS                        277                51.8        228
after global routing             277                57.6        244
final                            277                50.1        220
[worst max-delay path: stages (launching register included)]
cell,delay [ps]
dfrtp_1,460
or2_2,360
o22ai_1,410
inv_1,170
ha_1,270
mux2_1,310
mux2_4,250
clkdlybuf4s50_1,390
[final timing paths]
path	to	slack, ps	cells past startpoint
max in group asynchronous	U0.cnt[15]	2330	2
setup reg to reg	U0.cnt[11]	1420	6
min in group asynchronous	U0.cnt[14]	490	1
setup / recovery	ftseg[12]	170	7
hold reg to reg	U0.cnt[0]	480	1
hold / removal	U0.cnt[0]	480	1
[logic make-up after synthesis]
logic type | after synthesis | share of synthesized area (%)
xor+xnor | 33 | 5.60
mux | 12 | 2.64
other cells | 1 | 0.0726
fa+ha+maj | 35 | 8.48
flops | 65 | 31.6
buf+inv | 73 | 7.10
compound gates | 145 | 19.9
simple gates | 230 | 24.6
[layout make-up]
type / count / share of cell area, %
multi-input cells: 458 / 57.3
inverters: 37 / 2.50
repair buffers: 27 / 4.46
flip-flops and latches: 65 / 29.4
well taps: 220 / 4.96
clock buffers: 3 / 1.35
[metal layers]
metal	track usage [%]	vias up
met5	0	-
met4	1.58	0
met3	1.67	6
met2	21.0	78
met1	21.5	1993
li1	-	2135
[metrics by stage]
stage / worst slack, ps / std cells / total power, uW
5_1_grt: 11.4 / 810 / 578
6_report: 168 / 810 / 548
3_3_place_gp: 383 / 807 / 333
3_5_place_dp: 344 / 807 / 334
2_1_floorplan: 867 / 596 / 309
4_1_cts: 49.1 / 810 / 557
[registers in the layout (all words and copies together), names as in the netlist]
name      cells
U0.cnt       26
U1.state      4
U2.day0       4
U2.day1       4
U2.hour1      2
U2.hour2      4
U2.hour3      4
U2.mon0       4
U2.mon1       1
U2.year0      4
U2.year1      4
U2.year2      4
No activity file was given, so power comes from the tool's default toggle rates.
